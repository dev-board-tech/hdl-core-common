==> /design/flow/design.v <==
`timescale 1ns / 1ps
module vga_simple #(
	parameter DEBUG = "PATERN_RASTER", 
	parameter DISPLAY_CFG = "",
	parameter VRAM_BUFFERED_OUTPUT = "TRUE",
	parameter ADDRESS = 0,
	parameter BUS_VRAM_ADDR_LEN = 24,
	parameter PIXEL_SIZE_CONF = 24,
	parameter H_RES_CONF = 800,
	parameter H_BACK_PORCH_CONF = 46,
	parameter H_FRONT_PORCH_CONF = 210,
	parameter H_PULSE_WIDTH_CONF = 2,
	parameter V_RES_CONF = 480,
	parameter V_BACK_PORCH_CONF = 23,
	parameter V_FRONT_PORCH_CONF = 22,
	parameter V_PULSE_WIDTH_CONF = 2,
	parameter HSYNK_INVERTED_CONF = 1'b1,
	parameter VSYNK_INVERTED_CONF = 1'b1,
	parameter DATA_ENABLE_INVERTED_CONF = 1'b0,
	parameter COLOR_INVERTED = "FALSE",
	parameter DEDICATED_VRAM_SIZE = 0
)(
	input rst_i,
	input lcd_clk_i,
	output reg lcd_h_synk_o,
	output reg lcd_v_synk_o,
	output reg[7:0]lcd_r_o,
	output reg[7:0]lcd_g_o,
	output reg[7:0]lcd_b_o,
	output lcd_de_o,
	output [BUS_VRAM_ADDR_LEN-1:0]vram_addr_o,
	output [12:0]h_pos_o,
	output [12:0]v_pos_o,
	input [(PIXEL_SIZE_CONF == 1 ? 0 : 31):0]video_data_i
);
reg [10:0]h_res_int;
reg [7:0]h_pulse_width_int;
reg [7:0]h_back_porch_int;
reg [7:0]h_front_porch_int;
reg [10:0]v_res_int;
reg [7:0]v_pulse_width_int;
reg [7:0]v_back_porch_int;
reg [7:0]v_front_porch_int;
wire [5:0]pixel_size_int = PIXEL_SIZE_CONF;
reg hsynk_inverted_int;
reg vsynk_inverted_int;
reg [12:0]h_cnt;
reg [12:0]v_cnt;
reg data_enable_inverted_int;
always @ *
begin
	if(DISPLAY_CFG == "640_480_60_CRT_27_17_Mhz")
	begin
		h_res_int 				= 640;
		h_back_porch_int 		= 48;
		h_front_porch_int 		= 16;
		h_pulse_width_int	 	= 96;
		v_res_int 				= 480;
		v_back_porch_int 		= 33;
		v_front_porch_int 		= 10;
		v_pulse_width_int 		= 2;
		hsynk_inverted_int		= 0;
		vsynk_inverted_int		= 0;
		data_enable_inverted_int= 0;
	end
	else
	if(DISPLAY_CFG == "640_480_60_DISPLAY_24_20_Mhz")
	begin
		h_res_int 				= 640;
		h_back_porch_int 		= 72;
		h_front_porch_int 		= 24;
		h_pulse_width_int	 	= 32;
		v_res_int 				= 480;
		v_back_porch_int 		= 32;
		v_front_porch_int 		= 10;
		v_pulse_width_int 		= 3;
		hsynk_inverted_int		= 0;
		vsynk_inverted_int		= 0;
		data_enable_inverted_int= 0;
	end
	else
	if(DISPLAY_CFG == "720_480_60_DISPLAY_27_00_Mhz")
	begin
		h_res_int 				= 720;
		h_back_porch_int 		= 60;
		h_front_porch_int 		= 16;
		h_pulse_width_int	 	= 62;
		v_res_int 				= 480;
		v_back_porch_int 		= 30;
		v_front_porch_int 		= 9;
		v_pulse_width_int 		= 6;
		hsynk_inverted_int		= 0;
		vsynk_inverted_int		= 0;
		data_enable_inverted_int= 0;
	end
	else
	if(DISPLAY_CFG == "800_600_60_DISPLAY_40_00_Mhz")
	begin
		h_res_int 				= 800;
		h_back_porch_int 		= 88;
		h_front_porch_int 		= 40;
		h_pulse_width_int	 	= 128;
		v_res_int 				= 600;
		v_back_porch_int 		= 23;
		v_front_porch_int 		= 4;
		v_pulse_width_int 		= 5;
		hsynk_inverted_int		= 0;
		vsynk_inverted_int		= 0;
		data_enable_inverted_int= 0;
	end
	else
	if(DISPLAY_CFG == "1024_768_60_DISPLAY_65_00_Mhz")
	begin
		h_res_int 				= 1024;
		h_back_porch_int 		= 160;
		h_front_porch_int 		= 24;
		h_pulse_width_int	 	= 136;
		v_res_int 				= 768;
		v_back_porch_int 		= 29;
		v_front_porch_int 		= 3;
		v_pulse_width_int 		= 6;
		hsynk_inverted_int		= 0;
		vsynk_inverted_int		= 0;
		data_enable_inverted_int= 0;
	end
	else
	if(DISPLAY_CFG == "1280_720_60_DISPLAY_74_25_Mhz")
	begin
		h_res_int 				= 1280;
		h_back_porch_int 		= 220;
		h_front_porch_int 		= 70;
		h_pulse_width_int	 	= 80;
		v_res_int 				= 720;
		v_back_porch_int 		= 25;
		v_front_porch_int 		= 3;
		v_pulse_width_int 		= 5;
		hsynk_inverted_int		= 0;
		vsynk_inverted_int		= 0;
		data_enable_inverted_int= 0;
	end
	else
	if(DISPLAY_CFG == "1400_1050_60_DISPLAY_119_00_Mhz") 
	begin
		h_res_int 				= 1400;
		h_back_porch_int 		= 80;
		h_front_porch_int 		= 48;
		h_pulse_width_int	 	= 32;
		v_res_int 				= 1050;
		v_back_porch_int 		= 21;
		v_front_porch_int 		= 3;
		v_pulse_width_int 		= 6;
		hsynk_inverted_int		= 0;
		vsynk_inverted_int		= 0;
		data_enable_inverted_int= 0;
	end
	else
	if(DISPLAY_CFG == "1440_900_60_DISPLAY_106_50_Mhz") 
	begin
		h_res_int 				= 1440;
		h_back_porch_int 		= 232;
		h_front_porch_int 		= 80;
		h_pulse_width_int	 	= 152;
		v_res_int 				= 900;
		v_back_porch_int 		= 25;
		v_front_porch_int 		= 3;
		v_pulse_width_int 		= 6;
		hsynk_inverted_int		= 0;
		vsynk_inverted_int		= 0;
		data_enable_inverted_int= 0;
	end
	else
	if(DISPLAY_CFG == "1680_1050_60_DISPLAY_146_25_Mhz") 
	begin
		h_res_int 				= 1680;
		h_back_porch_int 		= 280;
		h_front_porch_int 		= 104;
		h_pulse_width_int	 	= 176;
		v_res_int 				= 1050;
		v_back_porch_int 		= 30;
		v_front_porch_int 		= 3;
		v_pulse_width_int 		= 6;
		hsynk_inverted_int		= 1;
		vsynk_inverted_int		= 0;
		data_enable_inverted_int= 0;
	end
	else
	if(DISPLAY_CFG == "1920_1080_30_DISPLAY_74_25_Mhz")
	begin
		h_res_int 				= 1920;
		h_back_porch_int 		= 148;
		h_front_porch_int 		= 88;
		h_pulse_width_int	 	= 44;
		v_res_int 				= 1080;
		v_back_porch_int 		= 36;
		v_front_porch_int 		= 4;
		v_pulse_width_int 		= 5;
		hsynk_inverted_int		= 1;
		vsynk_inverted_int		= 0;
		data_enable_inverted_int= 0;
	end
	else
	if(DISPLAY_CFG == "1920_1080_60_DISPLAY_148_5_Mhz") 
	begin
		h_res_int 				= 1920;
		h_back_porch_int 		= 236;
		h_front_porch_int 		= 88;
		h_pulse_width_int	 	= 44;
		v_res_int 				= 1080;
		v_back_porch_int 		= 40;
		v_front_porch_int 		= 4;
		v_pulse_width_int 		= 5;
		hsynk_inverted_int		= 1;
		vsynk_inverted_int		= 0;
		data_enable_inverted_int= 0;
	end
	else
	if(DISPLAY_CFG == "AT070TN92_60_LCD_33_26_Mhz")
	begin
		h_res_int 				= 800;
		h_back_porch_int 		= 44;
		h_front_porch_int 		= 210;
		h_pulse_width_int	 	= 2;
		v_res_int 				= 480;
		v_back_porch_int 		= 21;
		v_front_porch_int 		= 22;
		v_pulse_width_int 		= 2;
		hsynk_inverted_int		= 0;
		vsynk_inverted_int		= 0;
		data_enable_inverted_int= 0;
	end
	else
	begin
		h_res_int 				= H_RES_CONF;
		h_back_porch_int 		= H_BACK_PORCH_CONF;
		h_front_porch_int 		= H_FRONT_PORCH_CONF;
		h_pulse_width_int	 	= H_PULSE_WIDTH_CONF;
		v_res_int 				= V_RES_CONF;
		v_back_porch_int 		= V_BACK_PORCH_CONF;
		v_front_porch_int 		= V_FRONT_PORCH_CONF;
		v_pulse_width_int 		= V_PULSE_WIDTH_CONF;
		hsynk_inverted_int		= HSYNK_INVERTED_CONF;
		vsynk_inverted_int		= VSYNK_INVERTED_CONF;
		data_enable_inverted_int= DATA_ENABLE_INVERTED_CONF;
	end
end
wire [16:0]h_total_area = h_pulse_width_int + h_back_porch_int + h_res_int + h_front_porch_int;
wire [16:0]v_total_area = v_pulse_width_int + v_back_porch_int + v_res_int + v_front_porch_int;
reg lcd_h_synk_int;
reg lcd_v_synk_int;
reg data_enable_int;
assign lcd_de_o = data_enable_inverted_int ^ data_enable_int;
reg [BUS_VRAM_ADDR_LEN-1:0]vram_mem_addr_cnt;
reg [7:0]lcd_r_int;
reg [7:0]lcd_g_int;
reg [7:0]lcd_b_int;
reg [31:0]vmem_out_int;
reg [31:0]vmem_raster_int;
reg [7:0]ctrl_write_tmp;
reg [(PIXEL_SIZE_CONF == 1 ? 0 : 7):0]cnt_colors;
always @ (posedge lcd_clk_i)
begin
	if(rst_i)
	begin
		vram_mem_addr_cnt <= 'h0;
		h_cnt <= 'h0;
		v_cnt <= 'h0;
		if(DEBUG == "PATERN_RASTER")
			cnt_colors <= 'h0;
	end
	else
	begin
		if(VRAM_BUFFERED_OUTPUT == "TRUE")
		begin
			lcd_h_synk_o <= hsynk_inverted_int ^ lcd_h_synk_int;
			lcd_v_synk_o <= vsynk_inverted_int ^ lcd_v_synk_int;
		end
		h_cnt <= h_cnt + 1;
		if(data_enable_int)
		begin
			vram_mem_addr_cnt <= vram_mem_addr_cnt + 1;
		end
		if(h_cnt == h_total_area)
		begin
			h_cnt <= 'h0;
			v_cnt <= v_cnt + 1;
			if(v_cnt == v_total_area)
			begin
				v_cnt <= 'h0;
				vram_mem_addr_cnt <= 'h0;
				if(DEBUG == "PATERN_RASTER")
					cnt_colors <= cnt_colors + 1;
			end
		end
	end
end
always @ *
begin
	if(VRAM_BUFFERED_OUTPUT != "TRUE")
	begin
		lcd_h_synk_o <= hsynk_inverted_int ^ lcd_h_synk_int;
		lcd_v_synk_o <= vsynk_inverted_int ^ lcd_v_synk_int;
	end
		vmem_raster_int = video_data_i;
	if(PIXEL_SIZE_CONF != 1)
	begin
		if(pixel_size_int == 8)
		begin
			lcd_r_int = {vmem_raster_int[2:0], 5'h0};
			lcd_g_int = {vmem_raster_int[4:3], 6'h0};
			lcd_b_int = {vmem_raster_int[7:5], 5'h0};
		end 
		else if(pixel_size_int == 16)
		begin
			lcd_r_int = {vmem_raster_int[4:0], 3'h0};
			lcd_g_int = {vmem_raster_int[10:5], 2'h0};
			lcd_b_int = {vmem_raster_int[15:11], 3'h0};
		end 
		else
		begin
			lcd_r_int = vmem_raster_int[7:0];
			lcd_g_int = vmem_raster_int[15:8];
			lcd_b_int = vmem_raster_int[23:16];
		end 
	end
end
always @ *
begin
	lcd_h_synk_int <= h_cnt < h_pulse_width_int;
	lcd_v_synk_int <= v_cnt < v_pulse_width_int;
	data_enable_int <= h_cnt >= h_pulse_width_int + h_back_porch_int && h_cnt < h_pulse_width_int + h_back_porch_int + h_res_int && v_cnt >= v_pulse_width_int + v_back_porch_int && v_cnt < v_pulse_width_int + v_back_porch_int + v_res_int;
	if(PIXEL_SIZE_CONF == 1)
	begin
		{lcd_r_o, lcd_g_o, lcd_b_o} = ((DEBUG == "PATERN_RASTER") ? h_cnt[0] + cnt_colors[0] : video_data_i[0]) ? 24'hFFFFFF : 24'h000000;
	end
	else
	begin
		lcd_r_o = (DEBUG == "PATERN_RASTER") ? h_cnt + cnt_colors : lcd_r_int;
		lcd_g_o = (DEBUG == "PATERN_RASTER") ? h_cnt + v_cnt + cnt_colors : lcd_g_int;
		lcd_b_o = (DEBUG == "PATERN_RASTER") ? h_cnt + v_cnt + v_cnt + cnt_colors : lcd_b_int;  
	end
end
assign h_pos_o = h_cnt - (h_pulse_width_int + h_back_porch_int); 
assign v_pos_o = v_cnt - (v_pulse_width_int + v_back_porch_int);
assign vram_addr_o = vram_mem_addr_cnt;
endmodule
==> /design/flow/run.sh <==
#!/bin/bash
# OpenROAD 26Q1-2900-gdf79404cd8, Yosys 0.63+post, stock flow scripts
make -C /OpenROAD-flow-scripts/flow DESIGN_CONFIG=/design/flow/config.mk WORK_HOME=/design/flow/orfs finish
==> /design/flow/config.mk <==
export PLATFORM = sky130hd
export DESIGN_NAME = vga_simple
export DESIGN_NICKNAME = vga_simple
export VERILOG_FILES = /design/flow/design.v
export SDC_FILE = /design/flow/constraint.sdc
export NUM_CORES = 4
export LEC_CHECK = 1
export CORE_UTILIZATION = 40
==> /design/flow/constraint.sdc <==
current_design vga_simple

set clk_period 5.0
set clk_io_pct 0.2

create_clock -name clk0 -period $clk_period [get_ports {lcd_clk_i}]

set non_clock_inputs [all_inputs -no_clocks]
set_input_delay [expr $clk_period * $clk_io_pct] -clock clk0 $non_clock_inputs
set_output_delay [expr $clk_period * $clk_io_pct] -clock clk0 [all_outputs]
==> summary.txt <==
Notes on the physical design

The power after layout is 0.986 mW. The critical path maximum fanout is 8. In this run the maximum-capacitance check reported violations numbering 0. For reference, the most critical setup path is categorized as register to output pin. Per the detail_route report, DRC violations left total 0. The final wirelength is 10300 µm.

Ranked by total cell area, the synthesized netlist is headed by sky130_fd_sc_hd__dfxtp_1, sky130_fd_sc_hd__xnor2_1, sky130_fd_sc_hd__ha_1, sky130_fd_sc_hd__nor2_1, sky130_fd_sc_hd__xor2_1. The pre-CTS setup check shows a worst slack of 369 ps. The layout has 997 filler cells. The worst register-to-register path depth is 8. The number of unique standard cell types used by synthesis is 52. By count the netlist is led by sky130_fd_sc_hd__nor2_1, sky130_fd_sc_hd__xnor2_1, sky130_fd_sc_hd__dfxtp_1, sky130_fd_sc_hd__ha_1, sky130_fd_sc_hd__inv_1.

Averaged over all synthesized cells, the footprint is 8.42 µm². The cell area after technology mapping is 0.00443 mm². The number of levels in the clock H-tree is 3.

The script logs the mean routed wire length per placed instance as 13.9 µm. The nature of the critical path startpoint is a register. Using the TritonRoute via totals, the vias-per-cell ratio works out to 5.01. With fillers left out, the area of the finished cells amounts to 0.00555 mm². The run finished with clean final reports. The number of antenna violations at the first check in global routing was 0. The detailed placement HPWL is 7740 µm. The share of the cycle needed by the critical path after routing is 0.959. The required time at the worst endpoint is listed as 4000 ps. Of all cell types, the one taking the most synthesized area is sky130_fd_sc_hd__dfxtp_1. The starting density of the core is 0.410. The die is 107 µm wide. The tree is rooted in a sky130_fd_sc_hd__clkbuf_8. The standard-cell row count is 38. The worst path setup slack after routing is 205 ps.

The CTS tree is yes. The capture point of the worst register-to-register path is recorded as cnt_colors[7]. The final design utilization is 0.514. Synthesis handed over a netlist of 526 instances. The number of antenna repair diodes is 0. The count of warnings emitted by yosys is 1. The worst-case max-slew headroom was logged as 0.529. Setup repair after global routing left no endpoint under its margin. The clock period could shrink to 4800 ps. The post-place instance area is 0.00531 mm². The class of the most critical hold timing path is register to register. The total track usage is 0.191.

Setup total negative slack on the finished layout was measured at 0 ps. The number of sinks driven by the clock tree is 60. STA reports a reg2reg setup slack of 2330 ps. The power per cell area is 178 mW/mm².

The number of slew-limit violations in the final report is 0. Per the gpl log, the routability congestion estimate is 0.922. After the flow finishes, the layout carries non-filler instances totaling 742. The core region is 0.0108 mm². The hold path startpoint is vram_mem_addr_cnt[23]. The first global-routing pass estimated 17000 µm of wire.

The number of cells in Yosys stat is 526. The sink of the worst hold path is vram_mem_addr_cnt[23]. The fraction of final layout cells with drive strength greater than 1 is 0.0748. Looking at the cell usage after synthesis, the top flip-flop cell is sky130_fd_sc_hd__dfxtp_1. The arrival time of data at the worst endpoint is listed as 3800 ps. The post-synth tally of flip-flops with integrated enable is 2. The tool warning count for the run is 61.

The total setup violations reported at the end of the flow is 0. The portion of the post-synthesis area used by sequential elements is 0.276. The layout overhead on the synthesized area is 25.4%.

The number of global-route vias before repair came to 3425. After clock tree synthesis, the flow added hold-fix buffers numbering 0. Hold analysis shows the worst path with a depth of 2.

The floorplan step set the die height to 107 µm. The worst slack on hold paths is 493 ps. The clock passes through at most 2 buffers. The pin count of the biggest net entering global routing is 37.

In this run, synthesis produced a sequential element count of 60. After global routing the overflow that remains totals 0. The routed layout has 3718 vias.

The highest supply drop recorded on VDD is 0.130 mV. In this run, the number of DRC markers left after iteration 0 of detailed routing was 175. By instance count, the leading cell after synthesis is sky130_fd_sc_hd__nor2_1. The total of buffers placed on input and output ports is 78. The clock reaches the later pin of the worst-skew pair after 340 ps.

After layout, the setup clock skew is reported as 13.5 ps. The number of nets with antenna violations after routing is 0. The count of final hold-check violations is 0. The count of placed standard cells including taps is 725. The summed standard-cell area reported by yosys is 0.00443 mm². The worst setup path is captured at an output pin. The total clock buffers created by CTS is 9. The async set or reset register ratio after synthesis is 0. Clock-pin slew was measured on the worst setup and hold paths at 80 ps. The total iterations of the first detailed-routing run is 4.

111 I/O pins were placed. Summed over all cells, the static leakage comes to 2.16 nW. Looking at the max-slew report, the worst-margin pin has a slew of 700 ps. In this run the critical register-to-register path is launched from h_cnt[0]. The maximum clock rate is 0.209 GHz. The area fraction of the largest cell type after synthesis is 0.262. The die covers 0.0115 mm².
==> layout by cell type (no fill, tap or decap), types with 4 or more instances in the layout <==
cell / synthesis / routed
sky130_fd_sc_hd__nor4_1: 20 / 20
sky130_fd_sc_hd__xor2_1: 29 / 29
sky130_fd_sc_hd__xnor2_1: 60 / 60
sky130_fd_sc_hd__a21o_1: 6 / 6
sky130_fd_sc_hd__nand2_1: 25 / 25
sky130_fd_sc_hd__or3_1: 4 / 4
sky130_fd_sc_hd__o21ai_0: 9 / 8
sky130_fd_sc_hd__and3_1: 8 / 8
sky130_fd_sc_hd__inv_1: 36 / 36
sky130_fd_sc_hd__nand3_1: 18 / 18
sky130_fd_sc_hd__ha_1: 36 / 35
sky130_fd_sc_hd__nor2b_1: 4 / 4
sky130_fd_sc_hd__nor3_1: 18 / 18
sky130_fd_sc_hd__nor2_1: 71 / 71
sky130_fd_sc_hd__clkbuf_8: 0 / 9
sky130_fd_sc_hd__nand2b_1: 4 / 4
sky130_fd_sc_hd__clkdlybuf4s50_1: 0 / 78
sky130_fd_sc_hd__fa_1: 10 / 8
sky130_fd_sc_hd__a21oi_1: 22 / 20
sky130_fd_sc_hd__buf_4: 4 / 9
sky130_fd_sc_hd__nand4_1: 16 / 16
sky130_fd_sc_hd__dfxtp_1: 58 / 55
==> power breakdown <==
part	internal, mW	switching (mW)
clock network	0.219	0.227
registers	0.484	0.00320
logic	0.0281	0.0255
==> worst max-delay path, cell delays in order (launching register included) <==
cell and delay (ps):
sky130_fd_sc_hd__dfxtp_1 570, sky130_fd_sc_hd__ha_1 350, sky130_fd_sc_hd__and3_1 170, sky130_fd_sc_hd__a21oi_1 160
sky130_fd_sc_hd__nand2_1 80, sky130_fd_sc_hd__nor2_1 120, sky130_fd_sc_hd__xnor2_1 200, sky130_fd_sc_hd__fa_1 470
sky130_fd_sc_hd__ha_1 350, sky130_fd_sc_hd__a21o_1 180, sky130_fd_sc_hd__a21oi_2 160, sky130_fd_sc_hd__xor3_1 230
sky130_fd_sc_hd__clkdlybuf4s50_1 440
==> how the worst max path moves through the flow <==
| stage | from | endpoint | cells after the start |
|---|---|---|---|
| 6_report | h_cnt[4] | lcd_b_o[7] | 12 |
| 5_1_grt | h_cnt[4] | lcd_b_o[7] | 12 |
| 4_1_cts | h_cnt[0] | lcd_b_o[7] | 15 |
==> what timing repair did <==
item                                    in CTS  in global routing
buffers inserted                             0                  1
pin swaps                                    0                  4
endpoints found under the setup margin       1                  1
gates resized                                1                 10
==> cells by family (layout without fill, tap and decap cells) <==
family	count (synthesis)	in the layout	synth area share
AND/OR/NAND/NOR	208	208	0.243
buffers and inverters	63	139	0.0619
flip-flops	60	60	0.276
XOR/XNOR	90	90	0.181
adder cells (fa/ha/maj)	46	46	0.147
AND-OR/OR-AND	59	59	0.0913
==> layer usage <==
| metal | up-vias | track usage | share of wire |
|---|---|---|---|
| li1 | 1942 | - | - |
| met1 | 1691 | 0.308 | 0.51 |
| met2 | 77 | 0.288 | 0.44 |
| met3 | 8 | 0.0285 | 0.036 |
| met4 | 0 | 0.0166 | 0.0098 |
| met5 | - | 0 | 0 |
==> sequential cells by signal (all words and copies together), names as in the netlist <==
name and count:
lcd_h_synk_o 1, vram_mem_addr_cnt 24, v_cnt 13, lcd_v_synk_o 1, cnt_colors 8, h_cnt 13
==> final cells by class <==
cell class              instances  area (µm²)  share of cell area
well taps                     140         175              0.0316
flip-flops and latches         60        1220               0.221
multi-input cells             403        2960               0.534
repair buffers                 87         848               0.153
clock inverters                 6        52.6             0.00947
clock buffers                  10         149              0.0268
inverters                      36         135              0.0244
Power and IR drop assume default switching activity.
