==> ./run.sh <==
#!/bin/bash
# OpenROAD 26Q1-2900-gdf79404cd8, Yosys 0.63+post, stock flow scripts
make -C /OpenROAD-flow-scripts/flow DESIGN_CONFIG=/design/flow/config.mk WORK_HOME=/design/flow/orfs finish
==> ./config.mk <==
export PLATFORM = sky130hd
export DESIGN_NAME = atmega_eep
export DESIGN_NICKNAME = atmega_eep
export VERILOG_FILES = /design/flow/design.v
export SDC_FILE = /design/flow/constraint.sdc
export NUM_CORES = 4
export LEC_CHECK = 1
export CORE_UTILIZATION = 30
==> ./constraint.sdc <==
current_design atmega_eep

set clk_period 279.7
set clk_io_pct 0.2

create_clock -name clk0 -period $clk_period [get_ports {clk_i}]

set non_clock_inputs [all_inputs -no_clocks]
set_input_delay [expr $clk_period * $clk_io_pct] -clock clk0 $non_clock_inputs
set_output_delay [expr $clk_period * $clk_io_pct] -clock clk0 [all_outputs]
==> ./design.v <==
`timescale 1ns / 1ps
module atmega_eep # (
	parameter PLATFORM = "XILINX",
	parameter BUS_ADDR_DATA_LEN = 8,
	parameter EEARH_ADDR = 'h20,
	parameter EEARL_ADDR = 'h21,
	parameter EEDR_ADDR = 'h22,
	parameter EECR_ADDR = 'h23,
	parameter EEP_SIZE = 512
)(
	input rst_i,
	input clk_i,
	input [BUS_ADDR_DATA_LEN-1:0]addr_i,
	input wr_i,
	input rd_i,
	input [7:0]bus_i,
	output reg [7:0]bus_o,
	output int_o,
	input int_ack_i,
	input [16:0]ext_eep_addr_i,
	input [7:0]ext_eep_data_i,
	input ext_eep_data_wr_i,
	output [7:0]ext_eep_data_o,
	input ext_eep_data_rd_i,
	input ext_eep_data_en_i,
	output reg content_modifyed_o,
	output [4:0]debug_o
	);
(* ram_style="block" *)
reg [7:0]eep[EEP_SIZE -1 : 0];
reg [7:0]EEARH;
reg [7:0]EEARL;
reg [7:0]EEDR_WRITE;
reg [7:0]EEDR_READ;
reg [7:0]EECR;
reg[2:0]eempe_timeout_cnt;
reg eep_wr;
reg [7:0]dat_to_write;
reg [7:0]read_tmp;
reg int_p;
reg int_n;
integer clear_cnt;
initial begin
	for(clear_cnt = 0; clear_cnt < EEP_SIZE; clear_cnt = clear_cnt + 1)
	begin : CLEAR_EEP
		eep[clear_cnt] = 8'h00;
	end
end
always @ *
begin
	bus_o = 8'h00;
	if(rd_i)
	begin
		case(addr_i)
			EEARH_ADDR: bus_o = EEARH;
			EEARL_ADDR: bus_o = EEARL;
			EEDR_ADDR: bus_o = EEDR_READ;
			EECR_ADDR: bus_o = EECR;
		endcase
	end
end
always @ (posedge clk_i)
begin
	if(rst_i)
	begin
		EEARH <= 8'h00;
		EEARL <= 8'h00;
		EEDR_READ <= 8'h00;
		EEDR_WRITE <= 8'h00;
		EECR <= 8'h00;
		content_modifyed_o <= 1'b0;
		eempe_timeout_cnt <= 3'h0;
		int_p <= 1'b0;
		int_n <= 1'b0;
		dat_to_write <= 1'b0;
		eep_wr <= 1'b0;
	end
	else
	begin
		content_modifyed_o <= 1'b0;
		eep_wr <= 1'b0;
		if(eempe_timeout_cnt)
		begin
			eempe_timeout_cnt <= eempe_timeout_cnt - 1;
		end
		if(wr_i)
		begin
			case(addr_i)
				EEARH_ADDR: EEARH <= bus_i;
				EEARL_ADDR: EEARL <= bus_i;
				EEDR_ADDR: EEDR_WRITE <= bus_i;
				EECR_ADDR: 
				begin
					EECR <= bus_i;
					if(EECR[2] | bus_i[1])
					begin
						eempe_timeout_cnt <= 3'h4;
					end
				end
			endcase
		end
		if((&EECR[2:1]) )
		begin
			if(|eempe_timeout_cnt)
			begin
				case(EECR[5:4])
					2'h0, 2'h2: 
					begin
						dat_to_write <= ~EEDR_WRITE;
						eep_wr <= 1'b1;
					end
					2'h1: 
					begin
						dat_to_write <= 8'h00;
						eep_wr <= 1'b1;
					end
				endcase
			end
			EECR[2:1] <= 2'b00;
			if(int_p == int_n)
			begin
				int_p <= ~int_p;
			end
		end
		if(EECR[0])
		begin
			EEDR_READ <= ~read_tmp;
			EECR[0] <= 1'b0;
		end
		if(int_ack_i)
		begin
			int_n <= int_p;
		end
		if(eep_wr)
		begin
			content_modifyed_o <= content_modifyed_o | 1'b1;
		end
	end
end
always @ (posedge clk_i)
begin
	if(eep_wr)
	begin
		eep[ext_eep_data_en_i ? ext_eep_addr_i : {EEARH, EEARL}] <= ext_eep_data_en_i ? ~ext_eep_data_i : dat_to_write;
	end
	read_tmp <= eep[ext_eep_data_en_i ? ext_eep_addr_i : {EEARH, EEARL}];
end
assign ext_eep_data_o = (ext_eep_data_rd_i & ext_eep_data_en_i) ? ~read_tmp : 8'h00;
assign int_o = EECR[3] ? (int_p ^ int_n) : 1'b0;
endmodule
==> flow_summary.ini <==
; synthesis and place-and-route metrics
[synth]
synth-main-ff-cell = sky130_fd_sc_hd__edfxtp_1
netlist_area_sq_um = 161000
synth_cells = 9509
postSynthSeqShare_pct = 77.2
synthArstFlopShare_pct = 0
synth_cell_types = 51
enable_flop_cells = 4096
yosys_warnings = 6
synthesis.area_per_instance_sq_um = 16.9
ys_ff = 4159
yosys_area_sq_um = 161000
yosysCellCount = 9509

[global_route]
antenna_violations_before_repair = 20
total_grt_overflow = 0
vias_in_the_first_global_route = 86600
largest_net_degree_at_the_start_of_global_routing = 131
grt_first_pass_wirelength_microns = 593000
grtUsageTotal_pct = 15.8

[sta]
final.min_clock_period_ns = 114.01
finalHoldViolations = 0
layout_worst_path_cycle_share_pct = 40.8
fmax_ghz = 0.00877
hold-worst-slack_ns = 0.449
timing_worst_slew_pin_value_ns = 1.10
rsz_0062_raised_after_global_routing = no
endpoints_failing_setup = 0
clock-skew-final_ns = 0.0295
setup_total_negative_slack_ns = 0
final_tally_of_max_slew_violations = 0
slew_headroom_pct = 25.5

[clock_network]
hold_buffers = 0
cts_tree = yes
tritoncts.num_buffers = 419
ctsLongestPathBuffers = 4
ctsRootBufferMaster = sky130_fd_sc_hd__clkbuf_16
clock_insertion_delay_worst_skew_ns = 0.95
cts.sink_count = 4159
path_clk_slew_ns = 0.06
postCtsSetupRepairBufs = 0
cts-resized-gates = 0
cts-htree-levels = 5

[die]
floorplan.io_pins = 72
coreArea_sq_um = 533000
floorplan.initialDensity_pct = 30.2
placementRows = 268
die_height_microns = 735
die-width_microns = 735
chipArea_sq_um = 539000

[route]
post_drt_via_cell_ratio = 4.92
drt_first_pass_iters = 6
antenna_violating_nets_post_route = 0
routed_wirelength_microns = 408000
remaining_drc_errors = 0
detail_route.wl_per_cell_microns = 23.8
route.vias.total = 84600
drtIter0Drc = 5857

[cells_and_area]
layout-drive-gt1-share_pct = 9.10
final-seq-area_sq_um = 124000
fill_cells = 49500
combGateArea_sq_um = 34000
areaGrowthSynthToFinish_pct = 14.0

[worst_setup_path]
cp_num_cells = 5
worst_path_max_delay_cell = sky130_fd_sc_hd__or4b_2
timing.reg2reg.worst_path_depth = 12
crit_type = in2out
critical_path.max_stage_delay_ns = 0.68
cpLargestDelayFamily = simple AND/OR/NAND/NOR gates
setup.reg_to_reg.worst_slack_ns = 273.11
worstSetupStartpointType = primary input
worstPathCellList = clkdlybuf4s50_1, or4b_2, nor3_2, and3_1, clkdlybuf4s50_1
crit-reg2reg-launch = EEARL[0]$_SDFFE_PP0P_
worst-endpoint-required_ns = 223.76
worst_setup_path_startpoint = addr_i[4]
worst_ep_arrival_time_ns = 58.07
path_common_cell = sky130_fd_sc_hd__clkdlybuf4s50_1
critPathMaxFanout = 10
cp-endpoint = bus_o[2]
worst_r2r_endpoint = read_tmp[1]$_DFF_P_
critPathBufInv = 2
crit_path_end_kind = output port

[flow_run]
drv.max_cap_violation_count = 0
log.warning_count = 61

[placed_design]
io_buffers = 57
gp_congestion = 0.876
dp.final_hpwl_microns = 241000

[hold_path]
timing.hold.worst.class = reg2reg
whs_path_depth = 1

[power_and_ir_drop]
total_power_w = 0.00129
cellLeakagePower_nw = 56.9
highest_ir_drop_seen_on_vdd_v = 0.00000543
power_density_nw_per_um2 = 7.01

[outcome]
run_status = complete, no violations
## power breakdown
| group | switching, W | internal (W) | leakage [nW] |
|---|---|---|---|
| combinational | 0.0000414 | 0.0000164 | 12.9 |
| sequential | 0.000000586 | 0.000687 | 37.6 |
| clock | 0.000229 | 0.000311 | 6.46 |
## worst register-to-register path: stages (launching register included)
cell,delay [ns]
sky130_fd_sc_hd__dfxtp_1,0.44
sky130_fd_sc_hd__mux2_8,0.50
sky130_fd_sc_hd__buf_12,0.57
sky130_fd_sc_hd__buf_12,0.50
sky130_fd_sc_hd__buf_4,0.85
sky130_fd_sc_hd__buf_4,0.67
sky130_fd_sc_hd__buf_4,0.65
sky130_fd_sc_hd__mux2i_1,0.29
sky130_fd_sc_hd__o22ai_1,0.13
sky130_fd_sc_hd__nor4_1,0.37
sky130_fd_sc_hd__o22ai_1,0.35
sky130_fd_sc_hd__o21ai_0,0.72
sky130_fd_sc_hd__nand4_1,0.34
## metal layers
layer	routed length, microns	vias to the layer above	share of wire [%]	global-route usage (%)
met4	14300	26	3.5	4.79
li1	-	38100	-	-
met1	148000	42200	36	19.2
met3	53500	753	13	9.52
met2	192000	3476	47	24.2
met5	686	-	0.17	0.273
## worst min-delay path by stage
stage                                      start                            to  slack [ns]
after CTS             EEDR_WRITE[0]$_SDFFE_PP0P_  dat_to_write[0]$_SDFFE_PP0P_        0.45
after global routing  EEDR_WRITE[0]$_SDFFE_PP0P_  dat_to_write[0]$_SDFFE_PP0P_        0.48
final                 EEDR_WRITE[0]$_SDFFE_PP0P_  dat_to_write[0]$_SDFFE_PP0P_        0.45
## placed cells by master (no fill, tap or decap), drive strengths merged, types with 3 or more instances in the layout
cell type      instances
clkinv               160
o2111a                 7
mux2i               1835
o22ai                982
mux2                   3
edfxtp              4096
nor2                 596
nand4                 24
clkbuf               552
nand2                561
dfxtp                 63
nor3                   4
clkinvlp               4
a22oi                  8
nor4                 220
mux4                   8
bufinv                31
or4                    5
diode                 35
o32a                   3
clkdlybuf4s50         55
a21oi                289
ha                     3
o41ai                 71
o21ai                 52
buf                  287
and3                  10
nor3b                  5
conb                   5
and3b                  3
or2                    5
a211oi                11
inv                   21
## state kept, by name, indices dropped and copies added (netlist names), 3 cells and up
name / cells
EEARL: 8
EEARH: 8
EECR: 8
EEDR_WRITE: 8
EEDR_READ: 8
eempe_timeout_cnt: 3
eep: 4096
dat_to_write: 8
read_tmp: 8
## cell usage after synthesis, types with 21 or more instances
library cell / count / area share (%)
sky130_fd_sc_hd__mux2i_1: 1834 / 11
sky130_fd_sc_hd__nand4_1: 24 / 0.093
sky130_fd_sc_hd__nor4_1: 220 / 0.86
sky130_fd_sc_hd__dfxtp_1: 63 / 0.78
sky130_fd_sc_hd__buf_1: 66 / 0.15
sky130_fd_sc_hd__o22ai_1: 982 / 3.8
sky130_fd_sc_hd__buf_2: 274 / 0.85
sky130_fd_sc_hd__o21ai_0: 42 / 0.13
sky130_fd_sc_hd__o41ai_1: 71 / 0.39
sky130_fd_sc_hd__buf_6: 21 / 0.15
sky130_fd_sc_hd__nor2_1: 594 / 1.4
sky130_fd_sc_hd__edfxtp_1: 4096 / 76
sky130_fd_sc_hd__clkbuf_1: 191 / 0.45
sky130_fd_sc_hd__buf_4: 64 / 0.30
sky130_fd_sc_hd__nand2_1: 561 / 1.3
sky130_fd_sc_hd__a21oi_1: 289 / 0.90
## cells by family after synthesis
| kind of cell | after synthesis | share of synthesized area, % |
|---|---|---|
| flip-flops | 4159 | 77.2 |
| multiplexers | 1846 | 11.5 |
| AND/OR/NAND/NOR | 1443 | 3.83 |
| AND-OR/OR-AND | 1430 | 5.47 |
| buffers and inverters | 625 | 1.92 |
| adder cells (fa/ha/maj) | 3 | 0.0233 |
| XOR/XNOR | 2 | 0.0109 |
| other | 1 | 0.00233 |
## metrics by stage
step | cell area [sq um] | utilization [%] | instances | setup slack [ns]
floorplan | 161000 | - | 9513 | 166.59
global placement | 170000 | 31.9 | 16400 | 165.67
detailed placement | 170000 | 31.9 | 16400 | 165.66
CTS | 183000 | 34.4 | 17200 | 165.68
global route | 184000 | 34.4 | 17200 | 165.52
finish | 184000 | 34.4 | 17200 | 165.69
## cell type report
cell class / count / area share (%)
multi-input combinational: 4729 / 18.5
tap: 7155 / 4.88
timing repair buffer: 342 / 1.62
inverter: 9 / 0.0184
sequential: 4159 / 67.7
clock inverter: 207 / 1.06
antenna: 35 / 0.0477
clock buffer: 552 / 6.14
Power is estimated from default activity; no workload was simulated.
